<file path="design.v">
`timescale 1ns / 1ps
module Console(
    output [6:0]sseg,
    input [3:0]hex,
	 input n_valid   
    );
    assign sseg = (n_valid) ? 7'b1000000:
						(hex == 4'd0) ? 7'b0111111 :
						(hex == 4'd1) ? 7'b0000110 :
						(hex == 4'd2) ? 7'b1011011 :
						(hex == 4'd3) ? 7'b1001111:
						(hex == 4'd4) ? 7'b1100110 :
						(hex == 4'd5) ? 7'b1101101 :
						(hex == 4'd6) ? 7'b1111101 :
						(hex == 4'd7) ? 7'b0000111 :
						(hex == 4'd8) ? 7'b1111111 :
						(hex == 4'd9) ? 7'b1100111 :
						(hex == 4'd10) ? 7'b1110111 :
						(hex == 4'd11) ? 7'b1111100 :
						(hex == 4'd12) ? 7'b0111001 :
						(hex == 4'd13) ? 7'b1011110 :
						(hex == 4'd14) ? 7'b1111001 :
						7'b1110001 ;
endmodule
`timescale 1ns / 1ps
module Microprocessor(
    output clock,
    output mem_write,
    output mem_read,
    output reg_write,
    output [1:0]op,
    output [6:0]reg_num,
    output [6:0]pc_high,
    output [6:0]pc_low,
    output [7:0]instruction_address,
    output [6:0]rwd_1,
    output [6:0]rwd_0,
    output [1:0]r_symbol,
    input frequency_2,
    input frequency_4,
    input oscillator,
    input reset,
    input [7:0]instruction
    );
    reg [25:0] delay;
    reg delay_2;
    reg delay_4;
    reg sec;
    reg two_sec;
    reg four_sec;
    always @(posedge oscillator)begin
    	delay  <= (delay == 25000000)?26'd0:(delay+1);
    	if (delay == 26'd0)begin
    		sec <= ~sec;
    	end
    end
    always @ ( posedge sec ) begin
      two_sec <= ~two_sec;
    end
    always @ ( posedge two_sec ) begin
      four_sec <= ~four_sec;
    end
    assign clock = frequency_4 ? four_sec:
                    frequency_2 ? two_sec :
                    sec;
    reg [7:0]registers[3:0];
    reg [7:0]pc;
    reg [7:0]memory[31:0];
    reg [4:0]rw_num;
    reg [1:0]op_out;
    reg data_invalid;
    reg reg_invalid;
    wire [7:0]immediate;
    wire [7:0]display_bus = registers[rw_num];
    Console data1(rwd_1, display_bus[7:4],data_invalid);
    Console data0(rwd_0, display_bus[3:0],data_invalid);
    Console  pc_counter_high(pc_high, pc[7:4],1'b0);
    Console  pc_counter_low(pc_low, pc[3:0], 1'b0);
    Console reg_num_(reg_num, rw_num,reg_invalid);
    assign instruction_address = pc;
    assign immediate = {instruction[1],instruction[1],instruction[1],
                        instruction[1],instruction[1],instruction[1],
                        instruction[1],instruction[0]};  
    assign mem_write = (op == 2'b10);
    assign mem_read = (op == 2'b01);
    assign reg_write = ~op[1];
    assign op = op_out;
    assign r_symbol = 2'b11;
    always @ (posedge clock or posedge reset) begin
		if (reset) begin
			pc <= 8'd0;
			data_invalid <= 1'b1;
			reg_invalid <= 1'b1;
			registers[0] <= 8'd0;
			registers[1] <= 8'd0;
			registers[2] <= 8'd0;
			registers[3] <= 8'd0;
			memory[0] <= 0;
			memory[1] <= 1;
			memory[2] <= 2;
			memory[3] <= 3;
			memory[4] <= 4;
			memory[5] <= 5;
			memory[6] <= 6;
			memory[7] <= 7;
			memory[8] <= 8;
			memory[9] <= 9;
			memory[10] <= 10;
			memory[11] <= 11;
			memory[12] <= 12;
			memory[13] <= 13;
			memory[14] <= 14;
			memory[15] <= 15;
			memory[16] <= 0;
			memory[17] <= -1;
			memory[18] <= -2;
			memory[19] <= -3;
			memory[20] <= -4;
			memory[21] <= -5;
			memory[22] <= -6;
			memory[23] <= -7;
			memory[24] <= -8;
			memory[25] <= -9;
			memory[26] <= -10;
			memory[27] <= -11;
			memory[28] <= -12;
			memory[29] <= -13;
			memory[30] <= -14;
			memory[31] <= -15;
		end
  else begin
			op_out <= instruction[7:6];
		  data_invalid <= 1'b0;
		  reg_invalid <= 1'b0;
        if (instruction[7:6] == 2'b00) begin
					pc <= pc+1;
			     rw_num <= instruction[1:0];
				registers[instruction[1:0]] <= registers[instruction[3:2]] +
                                registers[instruction[5:4]];
        end
        else if (instruction[7:6] == 2'b01) begin
					pc <= pc+1;
			     rw_num <= instruction[3:2];
					registers[instruction[3:2]] <= memory[registers[instruction[5:4]]+immediate];
        end
        else if (instruction[7:6] == 2'b10) begin
				pc <= pc+1;
			     data_invalid <= 1'b1;
			     reg_invalid <= 1'b1;
			     memory[registers[instruction[5:4]]+immediate] <= registers[instruction[3:2]];
        end
        else if (instruction[7:6] == 2'b11) begin
			     data_invalid <= 1'b1;
			     reg_invalid <= 1'b1;
			     pc <= pc + immediate+1;
		    end
      end
	  end
endmodule
</file>
<file path="run.sh">
#!/bin/bash
# OpenROAD 26Q1-2900-gdf79404cd8, Yosys 0.63+post, stock flow scripts
make -C /OpenROAD-flow-scripts/flow DESIGN_CONFIG=/design/flow/config.mk WORK_HOME=/design/flow/orfs finish
</file>
<file path="constraint.sdc">
current_design Microprocessor

set clk_period 23.3
set clk_io_pct 0.2

create_clock -name clk0 -period $clk_period [get_ports {oscillator}]

set non_clock_inputs [all_inputs -no_clocks]
set_input_delay [expr $clk_period * $clk_io_pct] -clock clk0 $non_clock_inputs
set_output_delay [expr $clk_period * $clk_io_pct] -clock clk0 [all_outputs]
</file>
<file path="config.mk">
export PLATFORM = sky130hd
export DESIGN_NAME = Microprocessor
export DESIGN_NICKNAME = Microprocessor
export VERILOG_FILES = /design/flow/design.v
export SDC_FILE = /design/flow/constraint.sdc
export NUM_CORES = 4
export LEC_CHECK = 1
export CORE_UTILIZATION = 30
</file>
==> job_summary.md <==
## Synthesis and layout report

| Metric | Value |
|---|---|
| Status | finished clean |
| Data required, critical path | 18.64 ns |
| CTS resizes | 0 |
| Top logic family | simple AND/OR/NAND/NOR gates |
| Critical Path Sink Type | output pin |
| Post-DP HPWL | 35800 um |
| Peak supply drop | 0.0253 mV |
| Synth Instances | 1751 |
| Slowest stage cell on the critical path | clkdlybuf4s50_1 |
| Top area contributor share | 24.5% |
| Final setup fails | 0 |
| GP Congestion | 0.952 |
| Leakage power | 7.53 nW |
| Setup bufs post-CTS | 0 |
| Hold_ws | 0.461 ns |
| Synth area leaders | dfrtp_1 24%, dfstp_2 19%, mux2_2 10% |
| Initial drt markers | 869 |
| Crit path top cell by count | clkdlybuf4s50_1 |
| CORE AREA | 0.0578 mm^2 |
| N_diodes | 0 |
| Die Y | 244 um |
| Post-synthesis cell area | 0.0176 mm^2 |
| First-pass GRT wire length | 81700 um |
| Pwr Density | 14.4 mW/mm^2 |
| Post-Synth AOI/OAI Area | 14.8% |
| Number of max-cap violations | 0 |
| Final Skew | 0.00397 ns |
| H-tree levels | 1 |
| Mux cell area share | 14.6% |
| Main flop type | dfrtp_1 |
| Number of unconstrained endpoints | 355 |
| XOR/XNOR Area Share | 2.46% |
| Tool Warnings | 34 |
| Antenna-violating nets left | 0 |
| Total CTS buffers | 3 |
| Clock Pin Slew Worst Setup and Hold Paths | 0.07 ns |
| Seq share, synth | 47.2% |
| Tightest Pin Transition | 1.09 ns |
| Clock root buffer | clkbuf_16 |
| CTS tree | yes |
| Fmax | 93.6 MHz |
| Insertion Delay late pin | 0.26 ns |
| Distinct lib cells used | 86 |
| EDFF count, synth | 5 |
| Register pins left without a clock | 303 |
| Top cell excl fill/tap | nand2_1 |
| Fin crit share | 45.8% |
| Max-Slew Margin vs Limit | 27.3% |
| Total number of vias | 13600 |
| Drt drc | 0 |
| Die Wd | 244 um |
| Avg Cell Area, Syn | 10.0 um^2 |
| Critical path cell sequence | clkdlybuf4s50_1, mux2i_1, o21ai_4, clkdlybuf4s50_1 |
| Worst min path class | reg -> reg |
| # Cells Yosys | 1751 |
| Post-Route WL | 52800 um |
| FA/HA/MAJ Cells, Area Fraction | 2.12% |
| Die area | 0.0596 mm^2 |
| GRT Residual Overflow | 0 |
| # hold bufs at CTS | 0 |
| Site Rows | 88 |
| Ratio of cells with drive above 1 in the final layout | 22.8% |
| Flops out of synthesis | 330 |
| Async SR Flop Fraction | 90.0% |
| Reg2reg setup slack | 20.96 ns |
| Yosys warning tally | 4 |
| CP peak stage delay | 0.54 ns |
| Startpoint types | primary input |
| WL/cell | 21.1 um |
| RSZ-0062 raised after global routing | false |
| FP Core Util | 30.4% |
| Clock Tree Buf Depth | 2 |
| Vias per cell | 5.42 |
| Drt pass-1 iters | 7 |
| Minimum clock period | 10.68 ns |
| Final hold vios | 0 |
| Ports | 63 |
| Final setup TNS | 0 ns |
| Initial antenna violation count | 1 |
| Post-Synth Simple-Gate Area | 15.0% |
| Top Layout Cells | 230 x nand2_1, 173 x o21ai_0, 172 x dfrtp_1 |
| Number of global-route vias before repair | 13200 |
| Gr usage total | 18.4% |
| Area growth syn-to-layout | 8.62% |
| Worst-path maximum fanout | 2 |
| Largest area contributor in the netlist | dfrtp_1 |
| Max-slew violations | 0 |
| Setup Crit Path Kind | in -> out |
| Post-synth area from yosys stat | 0.0176 mm^2 |
| Largest net degree at the start of global routing | 136 |
| Crit path DAT | 6.02 ns |
| Fill cell count | 5775 |
| IO Port Bufs | 60 |
critical path, delay by kind of cell:
family | cells | cell delay [ns]
compound gates | 1 | 0.24
buf+inv | 2 | 1.01
mux | 1 | 0.10
area by class of cell:
| class | count | area [um^2] | share of cell area [%] |
|---|---|---|---|
| tap | 765 | 957 | 5.01 |
| clock buffer | 3 | 75.1 | 0.393 |
| sequential | 330 | 8300 | 43.5 |
| timing repair buffer | 105 | 951 | 4.98 |
| clock inverter | 1 | 6.26 | 0.0328 |
| multi-input combinational | 1268 | 8660 | 45.4 |
| inverter | 37 | 146 | 0.767 |
synth_stat cells, drive strengths merged, types with 22 or more instances:
master / instances
nand2: 236
o21ai: 184
dfrtp: 172
mux2: 159
nor2: 138
dfstp: 125
clkbuf: 81
a21oi: 79
nand3: 59
mux2i: 38
buf: 36
inv: 36
dfxtp: 28
nor3: 26
xnor2: 26
ha: 25
a31oi: 22
metal layers:
metal,part of all wire [%],track usage (%)
met5,0,0
met4,1.9,2.94
met3,11,6.92
met2,45,27.9
met1,43,26.1
stage by stage:
step           cell area [um^2]  util (%)  power [mW]  cells  worst slack (ns)
2_1_floorplan             17600         -       0.165   1752              2.33
3_3_place_gp              19000      32.9       0.233   2505             12.53
3_5_place_dp              19000      32.9       0.233   2505             12.54
4_1_cts                   19100      33.0       0.273   2509             12.53
5_1_grt                   19100      33.0       0.289   2509             12.54
6_report                  19100      33.0       0.275   2509             12.62
sequential cells by signal (all words and copies together), names as in the netlist:
| name | flops |
|---|---|
| pc | 8 |
| two_sec | 1 |
| sec | 1 |
| registers | 32 |
| four_sec | 1 |
| rw_num | 2 |
| memory | 256 |
| delay | 26 |
| op_out | 2 |
| reg_invalid | 1 |
power by group:
group / leakage (nW) / internal (mW) / total (mW) / switching (mW)
registers: 3.77 / 0.0489 / 0.0489 / 0
logic: 3.71 / 0.0486 / 0.187 / 0.139
clock network: 0.0414 / 0.0234 / 0.0391 / 0.0157
logic make-up (layout without fill, tap and decap cells):
| family | after synthesis | count (layout) |
|---|---|---|
| xor+xnor | 46 | 46 |
| other cells | 1 | 2 |
| buf+inv | 154 | 146 |
| simple gates | 558 | 558 |
| flops | 330 | 330 |
| fa+ha+maj | 28 | 28 |
| mux | 214 | 214 |
| compound gates | 420 | 420 |
final timing paths:
check                                  from         to  depth (start not counted)
worst max-delay path            frequency_2      clock                          4
worst min-delay path              delay[25]  delay[25]                          1
worst max register to register     delay[9]  delay[21]                          6
worst min register to register    delay[25]  delay[25]                          1
Power is estimated from default activity; no workload was simulated.
