==> /design/flow/design.v <==
`timescale 1ns / 1ps
module IMEM(
    output [7:0] instruction,
    input [7:0] Read_Address
    );
wire [7:0] MemByte[8:0];
assign MemByte[0] = 8'b01000001;  
assign MemByte[1] = 8'b00000000;  
assign MemByte[2] = 8'b00000000;                             
assign MemByte[3] = 8'b00000000;                             
assign MemByte[4] = 8'b00000000;                             
assign MemByte[5] = 8'b01101001;  
assign MemByte[6] = 8'b10110001;  
assign MemByte[7] = 8'b01111001;  
assign MemByte[8] = 8'b11000010;  
assign instruction = MemByte[Read_Address];
endmodule
==> /design/flow/run.sh <==
#!/bin/bash
# OpenROAD 26Q1-2900-gdf79404cd8, Yosys 0.63+post, stock flow scripts
make -C /OpenROAD-flow-scripts/flow DESIGN_CONFIG=/design/flow/config.mk WORK_HOME=/design/flow/orfs finish
==> /design/flow/config.mk <==
export PLATFORM = sky130hd
export DESIGN_NAME = IMEM
export DESIGN_NICKNAME = IMEM
export VERILOG_FILES = /design/flow/design.v
export SDC_FILE = /design/flow/constraint.sdc
export NUM_CORES = 4
export LEC_CHECK = 1
export CORE_AREA = 10 10 70 70
export DIE_AREA = 0 0 80 80
==> /design/flow/constraint.sdc <==
current_design IMEM

set clk_period 1.0
set clk_io_pct 0.2

create_clock -name clk0 -period $clk_period

set non_clock_inputs [all_inputs -no_clocks]
set_input_delay [expr $clk_period * $clk_io_pct] -clock clk0 $non_clock_inputs
set_output_delay [expr $clk_period * $clk_io_pct] -clock clk0 [all_outputs]
==> flow_summary.json <==
{
  "finalCritPeriodShare_pct": 111,
  "power.clock.fraction_pct": 0,
  "comb_power_share_pct": 100.0,
  "path_cells": "buf_6, or3b_1, a21oi_1, buf_2",
  "max_freq_ghz": 0.905,
  "placement.cell_area_um2": 288,
  "layout-area-overhead-vs-synth_pct": 238,
  "n_clock_buffer": 0,
  "timing.critical_path.from": "Read_Address[1]",
  "final-max-slew-violation-count": 0,
  "grt_setup_unrepaired": "true",
  "final_antenna_net_count": 0,
  "largest_area_cell": "sky130_fd_sc_hd__o41ai_2",
  "synth.yosys.chip_area_um2": 109,
  "portBuffers": 11,
  "post_synth_instance_area_um2": 109,
  "setup_ws_ns": -0.105,
  "ff_latch_area_um2": 0,
  "postRouteWirelength_um": 533,
  "power_leakage_nw": 0.152,
  "first_pass_grt_wire_length_um": 738,
  "antenna_found_initial": 0,
  "yosys_synthesis_warning_count": 1,
  "cp-end-kind": "primary output",
  "timing.final.setup_violations": 2,
  "number_of_cell_instances_after_yosys_synthesis": 16,
  "max_cap_violations": 0,
  "worstSetupStartpointType": "primary input",
  "worstPathBufferInverterCount": 2,
  "critPathMaxStageDelay_ns": 0.36,
  "drive_above_1_share_pct": 74.2,
  "busiest_grt_layer": "met2",
  "tool_warnings": 38,
  "cellPowerDensity_nw_per_um2": 334,
  "lay_top_cells": "sky130_fd_sc_hd__buf_6, sky130_fd_sc_hd__buf_2, sky130_fd_sc_hd__nor2b_4, sky130_fd_sc_hd__buf_12, sky130_fd_sc_hd__clkbuf_2",
  "required_ns": 0.80,
  "synth_cells": 16,
  "n_diodes": 0,
  "ys_seq_share_pct": 0,
  "top_cells_by_area": "sky130_fd_sc_hd__o41ai_2, sky130_fd_sc_hd__nor2b_1, sky130_fd_sc_hd__a21oi_1",
  "total_switching_power_mw": 0.0439,
  "dpl.cell_count": 74,
  "drt_iter0_markers": 1,
  "finalNonFillerCells": 77,
  "pre_cts_slack_ns": -0.937,
  "initial_utilization_pct": 3.19,
  "numSequentialCells": 0,
  "io-pin-count": 16,
  "internal_pwr_total_mw": 0.0788,
  "grt_start_max_net_pins": 7,
  "synth.distinct_cells": 14,
  "peakVddDrop_mv": 0.0308,
  "status": "complete, but fails checks",
  "global_route.overflow_total": 0,
  "timing.hold.worst.class": "primary input to primary output",
  "post_synth.cell_area_avg_um2": 6.80,
  "crit_slowest_cell": "sky130_fd_sc_hd__or3b_1",
  "violated_checks": "negative setup slack",
  "detail_route.first_pass.iterations": 2,
  "route.vias.total": 178,
  "worst_ep_arrival_time_ns": 0.91,
  "routed_via_density": 2.31,
  "grtUsageMet1_pct": 1.71,
  "switching_power_as_a_share_of_total_power_pct": 35.8,
  "report.final.hold_viol_count": 0,
  "core_area_um2": 3420,
  "final_weighted_congestion_of_routability_driven_global_placement": 0.665,
  "fp.dieW_um": 80,
  "pwr-share-seq_pct": 0,
  "average_wire_length_per_cell_after_detail_routing_um": 6.92,
  "fraction_of_post_synthesis_cell_area_in_the_top_cell_type_by_area_pct": 14.9,
  "global_route_met2_utilization_pct": 2.17,
  "via_count_of_the_first_global_routing_pass": 161,
  "globalRouteTotalUtil_pct": 1.32,
  "finalCriticalPeriod_ns": 1.11,
  "crit_end": "instruction[7]",
  "detail_route.drc_violations": 0,
  "rows": 21,
  "family_with_the_most_delay_on_the_worst_path": "simple AND/OR/NAND/NOR gates",
  "height_of_the_die_um": 80,
  "post-route-cell-area_um2": 368,
  "power.total_mw": 0.123,
  "dieArea_um2": 6400,
  "finalHoldWorstSlack_ns": 0.655,
  "timing_worst_setup_path_type": "primary input to primary output",
  "grt_util_met3_pct": 0.455,
  "layout.filler_cells": 401,
  "timing.critical_path.depth": 4,
  "mostFrequentLayoutCell": "sky130_fd_sc_hd__buf_6",
  "path_max_fanout": 2
}
==> logic make-up (layout without fill, tap and decap cells) <==
kind of cell	Yosys count	in the layout	share of synthesized area, %
AOI/OAI and AO/OA	6	6	43.7
and+or+nand+nor	6	6	39.1
buffers and inverters	3	18	13.8
other	1	1	3.44
==> worst min path at each step <==
stage	depth (start not counted)	endpoint	from
after CTS	3	instruction[0]	Read_Address[0]
after global routing	3	instruction[0]	Read_Address[0]
final	3	instruction[0]	Read_Address[0]
==> metal layers <==
metal  vias to the layer above  share of wire, %  wire [µm]
met2                        11                42        224
met5                         -                 0          0
met4                         0                 0          0
met1                        78                43        231
met3                         0                14         77
li1                         89                 -          -
==> synthesized netlist by cell type <==
| library cell | instances |
|---|---|
| sky130_fd_sc_hd__a21oi_1 | 2 |
| sky130_fd_sc_hd__o22ai_1 | 1 |
| sky130_fd_sc_hd__inv_1 | 1 |
| sky130_fd_sc_hd__clkbuf_1 | 1 |
| sky130_fd_sc_hd__conb_1 | 1 |
| sky130_fd_sc_hd__nor3b_1 | 1 |
| sky130_fd_sc_hd__nor2b_1 | 2 |
| sky130_fd_sc_hd__and2_1 | 1 |
| sky130_fd_sc_hd__or3b_1 | 1 |
| sky130_fd_sc_hd__o31ai_1 | 1 |
| sky130_fd_sc_hd__buf_4 | 1 |
| sky130_fd_sc_hd__o21a_1 | 1 |
| sky130_fd_sc_hd__o41ai_2 | 1 |
| sky130_fd_sc_hd__nand3b_1 | 1 |
==> power by group through the flow <==
stage     Clock [mW]  Sequential [mW]  Combinational, mW
4_1_cts            0                0              0.107
5_1_grt            0                0              0.133
6_report           0                0              0.123
==> metrics by stage <==
stage	utilization, %	TNS, ns
floorplan	-	0
global placement	8.42	-5.49
detailed placement	8.42	-5.74
CTS	10.1	-0.159
global route	10.8	-0.358
finish	10.8	-0.183
==> repair_timing <==
| item | in CTS | in global routing |
|---|---|---|
| endpoints found under the setup margin | 7 | 6 |
| hold buffers | 0 | 0 |
| resized | 51 | 9 |
| setup buffers | 4 | 0 |
| pin swaps | 6 | 4 |
==> layout make-up <==
class	instances	area (µm²)	share of cell area [%]
inverters	1	3.75	1.02
multi-input cells	13	140	38.1
well taps	46	57.6	15.6
repair buffers	17	166	45.2
Power and IR drop assume default switching activity.
